**flow/config.mk**
```make
export PLATFORM = sky130hd
export DESIGN_NAME = RegisterUnit
export DESIGN_NICKNAME = RegisterUnit
export VERILOG_FILES = /design/flow/design.v
export SDC_FILE = /design/flow/constraint.sdc
export NUM_CORES = 4
export LEC_CHECK = 1
export CORE_UTILIZATION = 50
```
**flow/constraint.sdc**
```tcl
current_design RegisterUnit

set clk_period 50.4
set clk_io_pct 0.2

create_clock -name clk0 -period $clk_period [get_ports {clock_i}]

set non_clock_inputs [all_inputs -no_clocks]
set_input_delay [expr $clk_period * $clk_io_pct] -clock clk0 $non_clock_inputs
set_output_delay [expr $clk_period * $clk_io_pct] -clock clk0 [all_outputs]
```
**flow/design.v**
```verilog
`timescale 1ns / 1ps
module RegisterUnit #(parameter instructionWidth = 32, parameter addressSize = 64,
parameter opcodeWidth = 6, parameter xOpCodeWidth = 10, parameter immWith = 24, parameter regWidth = 5, parameter numRegs = 2**regWidth, parameter formatIndexRange = 5,
parameter regImm = 0, parameter regRead = 1, parameter regWrite = 2, parameter regReadWrite = 3, 
parameter A = 1, parameter B = 2, parameter D = 3, parameter DQ = 4, parameter DS = 5, parameter DX = 6, parameter I = 7, parameter M = 8,
parameter MD = 9, parameter MDS = 10, parameter SC = 11, parameter VA = 12, parameter VC = 13, parameter VX = 14, parameter X = 15, parameter XFL = 16,
parameter XFX = 17, parameter XL = 18, parameter XO = 19, parameter XS = 20, parameter XX2 = 21, parameter XX3 = 22, parameter XX4 = 23, parameter Z22 = 24,
parameter Z23 = 25, parameter INVALID = 0,
parameter FXUnitCode = 0, parameter FPUnitCode = 1, parameter LdStUnitCode = 2, parameter BranchUnitCode = 3, parameter TrapUnitCode = 4
)(
	input wire clock_i,
	input wire reset_i,
	input wire enable_i,
	input wire [0:immWith-1] imm_i,
	input wire immEnable_i,
	input wire [0:regWidth-1] reg1_i, reg2_i, reg3_i,
	input wire reg1Enable_i, reg2Enable_i, reg3Enable_i,
	input wire [0:1] reg1Use_i, reg2Use_i, reg3Use_i,
	input wire reg3IsImmediate_i,
	input wire reg2ValOrZero_i,
	input wire bit1_i, bit2_i,
	input wire [0:addressSize-1] instructionAddress_i,
	input wire [0:opcodeWidth-1] opCode_i,
	input wire [0:xOpCodeWidth-1] xOpcode_i,
	input wire xOpCodeEnabled_i,
	input wire [0:2] functionalUnitCode_i,
	input wire [0:formatIndexRange-1] instructionFormat_i,
	input wire [0:4] regReadAddress_i,
	input wire regReadEnable_i,
	output reg [0:addressSize-1] regReadOutput_o,	
	input wire [0:addressSize-1] fxReg1WritebackData_i, fxReg2WritebackData_i,
	input wire fxReg1isWriteback_i, fxReg2isWriteback_i,
	input wire [0:regWidth-1] fxReg1WritebackAddress_i, fxReg2WritebackAddress_i,
	input wire condRegUpdateEnable_i,
	input wire [32:63] newCRVal_i,
	output reg stall_o,
	output reg enable_o,
	output reg is64Bit_o,
	output reg [0:63] operand1_o, operand2_o, operand3_o,
	output reg [0:regWidth-1] reg1Address_o, reg2Address_o, reg3Address_o,
	output reg [0:immWith-1] imm_o,
	output reg bit1_o, bit2_o,
	output reg operand1Writeback_o, operand2Writeback_o, operand3Writeback_o,
	output reg [0:63] instructionAddress_o,
	output reg [0:opcodeWidth-1] opCode_o,
	output reg [0:xOpCodeWidth-1] xOpCode_o,
	output reg [0:2] functionalUnitCode_o,
	output reg [0:formatIndexRange-1] instructionFormat_o,
	output reg [32:63] conditionRegisterOutput_o
	);
	integer i;
	reg is64Bit;
	reg [32:63] conditionRegister; 
	reg [0:63] FXExceptionRegister; 
	reg FXPendingWritebackTab [0:31];
	reg [0:63] FXRegFile [0:numRegs-1];
	always @(posedge clock_i)
	begin
		if(reset_i == 1)
		begin
			enable_o <= 0;
			stall_o <= 0;
			is64Bit <= 1; 
			conditionRegister <= 0;
			for(i = 0; i < numRegs; i = i + 1) 
			begin
				FXPendingWritebackTab[i] <= 0;
				FXRegFile[i] <= 0;
			end
		end
		else if(enable_i == 1)
		begin
			if(FXPendingWritebackTab[reg1_i] == 1 || FXPendingWritebackTab[reg2_i] == 1 || FXPendingWritebackTab[reg3_i] == 1)
			begin
				enable_o <= 0;
				stall_o <= 1;
			end
			else
			begin
				enable_o <= 1;
				stall_o <= 0;
				bit1_o <= bit1_i;				
				bit2_o <= bit2_i;	
				opCode_o <= opCode_i;				
				if(xOpCodeEnabled_i == 1)
				begin
					xOpCode_o <= xOpcode_i;
				end
				conditionRegisterOutput_o <= conditionRegister; 
				instructionFormat_o <= instructionFormat_i;
				instructionAddress_o <= instructionAddress_i;
				functionalUnitCode_o <= functionalUnitCode_i;
				is64Bit_o <= is64Bit;
				if(immEnable_i == 1)
				begin
					imm_o <= imm_i;
				end
				if(reg1Enable_i == 1)
				begin
					case(reg1Use_i)
						0:begin operand1_o <= reg1_i; operand1Writeback_o <= 0; end 
						1:begin operand1_o <= FXRegFile[reg1_i]; operand1Writeback_o <= 0; end 
						2:begin operand1_o <= reg1_i; operand1Writeback_o <= 1; reg1Address_o <= reg1_i; FXPendingWritebackTab[reg1_i] <= 1; end 
						3:begin operand1_o <= FXRegFile[reg1_i]; operand1Writeback_o <= 1; reg1Address_o <= reg1_i; FXPendingWritebackTab[reg1_i] <= 1; end 
					endcase
				end
				if(reg2Enable_i == 1)
				begin
					if(reg2ValOrZero_i == 1)
					begin
						if(reg2_i == 0) 
						begin
							operand2_o <= 0;	
								case(reg2Use_i)
									0:begin operand2_o <=0; operand2Writeback_o <= 0; end 
									1:begin operand2_o <= 0; operand2Writeback_o <= 0; end 
									2:begin operand2_o <= 0; operand2Writeback_o <= 1; reg2Address_o <= reg2_i; FXPendingWritebackTab[reg2_i] <= 1; end 
									3:begin operand2_o <= 0; operand2Writeback_o <= 1; reg2Address_o <= reg2_i; FXPendingWritebackTab[reg2_i] <= 1; end 
								endcase						
						end
						else 
						begin
							case(reg2Use_i)
								0:begin operand2_o <= reg2_i; operand2Writeback_o <= 0; end 
								1:begin operand2_o <= FXRegFile[reg2_i]; operand2Writeback_o <= 0; end 
								2:begin operand2_o <= reg2_i; operand2Writeback_o <= 1; reg2Address_o <= reg2_i; FXPendingWritebackTab[reg2_i] <= 1; end 
								3:begin operand2_o <= FXRegFile[reg2_i]; operand2Writeback_o <= 1; reg2Address_o <= reg2_i; FXPendingWritebackTab[reg2_i] <= 1; end 
							endcase						
						end
					end
					else
					begin 
						case(reg2Use_i)
							0:begin operand2_o <= reg2_i; operand2Writeback_o <= 0; end 
							1:begin operand2_o <= FXRegFile[reg2_i]; operand2Writeback_o <= 0; end 
							2:begin operand2_o <= reg2_i; operand2Writeback_o <= 1; reg2Address_o <= reg2_i; FXPendingWritebackTab[reg2_i] <= 1; end 
							3:begin operand2_o <= FXRegFile[reg2_i]; operand2Writeback_o <= 1; reg2Address_o <= reg2_i; FXPendingWritebackTab[reg2_i] <= 1; end 
						endcase
					end
				end
				if(reg3Enable_i == 1)
				begin
					if(reg3IsImmediate_i == 1)
					begin
						case(reg3Use_i)
							0:begin operand3_o <= reg3_i; operand3Writeback_o <= 0; end 
							1:begin operand3_o <= reg3_i; operand3Writeback_o <= 0; end 
							2:begin operand3_o <= reg3_i; operand3Writeback_o <= 1; reg3Address_o <= reg3_i; FXPendingWritebackTab[reg3_i] <= 1; end 
							3:begin operand3_o <= reg3_i; operand3Writeback_o <= 1; reg3Address_o <= reg3_i; FXPendingWritebackTab[reg3_i] <= 1; end 
						endcase
					end
					else
					begin
						case(reg3Use_i)
							0:begin operand3_o <= reg3_i; operand3Writeback_o <= 0; end 
							1:begin operand3_o <= FXRegFile[reg3_i]; operand3Writeback_o <= 0; end 
							2:begin operand3_o <= reg3_i; operand3Writeback_o <= 1; reg3Address_o <= reg3_i; FXPendingWritebackTab[reg3_i] <= 1; end 
							3:begin operand3_o <= FXRegFile[reg3_i]; operand3Writeback_o <= 1; reg3Address_o <= reg3_i; FXPendingWritebackTab[reg3_i] <= 1; end 
						endcase
					end
				end
			end
		end
		else
		begin
			enable_o <= 0;
		end
		if(reset_i == 0)
		begin
			if(condRegUpdateEnable_i == 1) 
			begin
				conditionRegister <= newCRVal_i;
			end
			if(fxReg1isWriteback_i == 1) 
			begin
				FXRegFile[fxReg1WritebackAddress_i] <= fxReg1WritebackData_i;
				FXPendingWritebackTab[fxReg1WritebackAddress_i] <= 0; 
			end
			if(fxReg2isWriteback_i == 1) 
			begin
				FXRegFile[fxReg2WritebackAddress_i] <= fxReg2WritebackData_i;
				FXPendingWritebackTab[fxReg2WritebackAddress_i] <= 0; 
			end
		end
	end
	always @(posedge clock_i)
	begin
		if(regReadEnable_i == 1)
		begin
			regReadOutput_o <= FXRegFile[regReadAddress_i];
		end
	end
endmodule
```
**flow/run.sh**
```bash
#!/bin/bash
# OpenROAD 26Q1-2900-gdf79404cd8, Yosys 0.63+post, stock flow scripts
make -C /OpenROAD-flow-scripts/flow DESIGN_CONFIG=/design/flow/config.mk WORK_HOME=/design/flow/orfs finish
```
==> reports/qor.yml <==
worst_setup_path:
  reg2reg_depth: 10
  timing.critical_path.to_type: "flop"
  cp_cell_sequence: "buf_8, buf_4, buf_4, buf_4, buf_4, buf_4, buf_4, mux4_2, a22oi_1, a41oi_1"
  crit_path_start_kind: "input port"
  cpMostUsedCell: "buf_4"
  flop_to_flop_setup_slack_ps: 46190
  critical_path.slowest_cell: "buf_4"
  worst-setup-path-type: "in2reg"
  critical_path.reg2reg.startpoint: "FXPendingWritebackTab[17]"
  rr_endpoint: "operand2_o[29]"
  path_max_fanout: 39
  worst_ep_arrival_time_ps: 15660
  worst_ep_required_time_ps: 51080
  timing.critical_path.slowest_cell_delay_ps: 730
placement:
  io_buffer_count: 745
  gp_congestion: 1.05
  dpl.hpwl_mm: 515
global_route:
  grt_use_total_pct: 59.7
  maximum_number_of_pins_on_one_net_before_global_route_repair: 113
  antenna_found_initial: 67
  grt_pass1_wl_mm: 1160
  vias_in_the_first_global_route: 135000
  grt.overflow.total: 0
power:
  power_density_nw_per_um2: 31.5
  ir_drop_mv: 0.0315
  leakage_nw: 59.5
  fin_total_pwr_mw: 5.82
run:
  stage_log_warnings: 33
  drv.max_cap_violation_count: 0
final_layout:
  syn_to_final_growth_pct: 14.3
  layout-drive-gt1-share_pct: 34.2
  fillCellCount: 24000
  final_design_utilization_pct: 57.5
clocking:
  cts_hold_buf: 0
  cts_tree: "done"
  cts_repair_resize_count: 0
  clock_tree.htree_level_count: 5
  cts_root_buffer: "clkbuf_16"
  cts_num_sinks: 2534
  path_clk_slew_ps: 60
  clock_latency_ps: 990
  clock_tree.buffer_depth: 4
  tritoncts.num_buffers: 300
  post-cts-setup-buffers: 0
timing:
  timing.final.hold_violations: 0
  timing.final.setup_violations: 0
  maxSlewViolCount: 0
  setup_total_negative_slack_ps: 0
  finalHoldWorstSlack_ps: 427
  period_used_pct: 29.7
  timing.final.crit_period_ps: 14990
  tightest_slew_ps: 1130
  relSlewSlack_pct: 24.6
  grt_setup_unrepaired: "false"
  max_clock_freq_mhz: 66.7
  finClkSkew_ps: 46.1
yosys:
  post_synth.cell_area_avg_um2: 16.0
  ys_area_um2: 162000
  post_synth_inst_count: 10100
  yosys_cells: 10100
  yosysMostFrequentCell: "edfxtp_1"
  ys.flops: 2534
  synth.area.top_cells: "edfxtp_1 46%, mux4_2 30%, a22o_1 11%, a22oi_1 2.5%, clkbuf_1 2.4%"
  netlist-cell-type-count: 70
  enable_flop_cells: 2468
  postSynth.asyncResetShare_pct: 0
  synth.yosys.seq_area_share_pct: 46.7
  top_cells_by_count: "2468 x edfxtp_1, 2188 x mux4_2, 2107 x a22o_1"
  largest_area_cell: "edfxtp_1"
  synth.top_cell.area_share_pct: 45.9
  synthesis.area_um2: 162000
  synth.yosys.warnings: 1
  ys.flop_type: "edfxtp_1"
detailed_routing:
  drtAntennaViolNets: 0
  avgRoutedWirePerCell_um: 57.9
  dr.pass1.iters: 8
  drt_iter0_drc: 13500
  wl_mm: 871
  drt-vias-per-instance: 8.75
  drc: 0
  route.vias.total: 132000
floorplanning:
  floorplan.die.width_um: 571
  io_pins: 747
  core_um2: 321000
  placementRows: 208
  core_util_floorplan_pct: 50.3
  die_area_um2: 325000
  die_h_um: 571
run_status:
  status: "finished clean"
hold_path:
  holdCritStartpoint: "conditionRegister[34]"
  hold_path_end: "conditionRegisterOutput_o[34]"
  hold_path_class: "reg2reg"
  holdPathStages: 0
## power by group
part / internal [mW] / total [mW] / switching, mW
registers: 2.44 / 2.55 / 0.111
clock network: 1.30 / 2.27 / 0.972
logic: 0.429 / 1.00 / 0.575
total: 4.17 / 5.82 / 1.66
## sequential cells by signal, indices dropped and copies added (netlist names), 3 cells and up
name	cells
functionalUnitCode_o	3
reg3Address_o	5
reg1Address_o	5
operand2_o	64
conditionRegister	32
reg2Address_o	5
operand1_o	64
xOpCode_o	10
conditionRegisterOutput_o	32
operand3_o	64
instructionFormat_o	5
imm_o	24
instructionAddress_o	64
regReadOutput_o	64
FXRegFile	2048
FXPendingWritebackTab	32
opCode_o	6
## worst max-delay path, delay by kind of cell
family | cells | cell delay (ps)
buf+inv | 7 | 4270
mux | 1 | 580
compound gates | 2 | 470
## placed cells by master, fill, tap and decap left out, types with 54 or more instances in the layout
cell and instances:
clkbuf_1 54, edfxtp_1 2468, dfxtp_1 66, a221oi_1 65
o22ai_1 58, clkdlybuf4s50_1 725, mux4_2 2188, a41oi_1 91
a22oi_1 547, diode_2 142, clkbuf_16 315, buf_4 697
mux2_2 111, a21oi_1 55, nand2_1 129, clkinv_1 56
a22o_1 2107, mux2i_1 84, nor2_1 168, a31oi_1 58
nor2_4 56
## worst max-delay path by stage
stage	startpoint	endpoint	slack, ps
after CTS	reg1_i[4]	operand1_o[38]	35440
after global routing	reg1_i[4]	operand1_o[38]	35080
final	reg1_i[4]	operand1_o[38]	35410
## cells by family (layout without fill, tap and decap cells)
logic type	after synthesis	after routing	share of synthesized area, %
compound gates	3072	3072	15.8
flops	2534	2534	46.7
mux	2383	2383	31.8
buf+inv	1571	2047	4.04
simple gates	562	562	1.70
other cells	1	143	0.00232
## layer usage
layer	vias to the layer above	GRT usage, %	share of wire [%]
met4	307	43.6	9.8
met2	16700	70.6	39
met1	64300	60.7	26
li1	45500	-	-
met5	-	32.1	1.1
met3	4762	57.8	23
## through the flow
stage	cells	setup WS, ps	instance area [um^2]
final	15000	35410	185000
after global routing	15000	35080	185000
after CTS	14900	35440	184000
after detailed placement	14400	34420	174000
after global placement	14400	34400	174000
after floorplan	10100	30550	162000
## cell type report
type                            instances  area, um^2  share of cell area, %
Antenna cell                          142         355                  0.192
Clock inverter                        181        1760                  0.954
Sequential cell                      2534       75400                   40.8
Clock buffer                          371        8110                   4.39
Multi-Input combinational cell       6018       80400                   43.5
Inverter                               34         133                 0.0718
Timing Repair Buffer                 1461       13100                   7.10
Tap cell                             4305        5390                   2.92
No activity file was given, so power comes from the tool's default toggle rates.
